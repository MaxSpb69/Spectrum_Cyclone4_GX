==> flow/design.v <==
module hdmidataencoder 
#(parameter FREQ=27000000, FS=48000, CTS=27000, N=6144) 
(
	input 			i_pixclk,
	input 			i_hSync,
	input 			i_vSync,
	input 			i_blank,
	input i_audio_enable,
	input [15:0] 	i_audioL,
	input [15:0] 	i_audioR,	
	output [3:0] 	o_d0,
	output [3:0] 	o_d1,
	output [3:0] 	o_d2,
	output 			o_data
);
localparam [191:0] channelStatus = (FS == 48000)?192'hc202004004:(FS == 44100)?192'hc200004004:192'hc203004004;
localparam [55:0] audioRegenPacket = {N[7:0], N[15:8], 8'h00, CTS[7:0], CTS[15:8], 16'h0000};
reg [23:0] audioPacketHeader;
reg [55:0] audioSubPacket[3:0];
reg [7:0] channelStatusIdx;
reg [16:0] audioTimer;
reg [16:0] ctsTimer;
reg [1:0] samplesHead;
reg [3:0] dataChannel0;
reg [3:0] dataChannel1;
reg [3:0] dataChannel2;
reg [23:0] packetHeader;
reg [55:0] subpacket[3:0];
reg [7:0] bchHdr;
reg [7:0] bchCode [3:0];
reg [4:0] dataOffset;
reg tercData;
reg [25:0] audioRAvgSum;
reg [25:0] audioLAvgSum;
reg [15:0] audioRAvg;
reg [15:0] audioLAvg;
reg [10:0] audioAvgCnt;
reg [15:0] counterX;
reg firstHSyncChange;
reg oddLine;
reg prevHSync;
reg prevBlank;
reg allowGeneration;
initial
begin
	audioPacketHeader<=0;
	audioSubPacket[0]<=0;
	audioSubPacket[1]<=0;
	audioSubPacket[2]<=0;
	audioSubPacket[3]<=0;
	channelStatusIdx<=0;
	audioTimer<=0;
	samplesHead<=0;
	ctsTimer = 0;
	dataChannel0<=0;
	dataChannel1<=0;
	dataChannel2<=0;
	packetHeader<=0;
	subpacket[0]<=0;
	subpacket[1]<=0;
	subpacket[2]<=0;
	subpacket[3]<=0;
	bchHdr<=0;
	bchCode[0]<=0;
	bchCode[1]<=0;
	bchCode[2]<=0;
	bchCode[3]<=0;
	dataOffset<=0;
	tercData<=0;
	oddLine<=0;
	counterX<=0;
	prevHSync = 0;
	prevBlank = 0;
	firstHSyncChange = 0;
	allowGeneration = 0;
	audioRAvg = 0;
	audioLAvg = 0;
	audioRAvgSum = 0;
	audioLAvgSum = 0;
	audioAvgCnt = 1;
end
function [7:0] ECCcode;	 
	input [7:0] code;
	input bita;
	input passthroughData;
	begin
		ECCcode = (code<<1) ^ (((code[7]^bita) && passthroughData)?(1+(1<<6)+(1<<7)):0);
	end
endfunction
task ECCu;
	output outbit;
	inout [7:0] code;
	input bita;
	input passthroughData;
	begin
		outbit <= passthroughData?bita:code[7];
		code <= ECCcode(code, bita, passthroughData);
	end
endtask
task ECC2u;
	output outbita;
	output outbitb;
	inout [7:0] code;
	input bita;
	input bitb;
	input passthroughData;
	begin
		outbita <= passthroughData?bita:code[7];
		outbitb <= passthroughData?bitb:(code[6]^(((code[7]^bita) && passthroughData)?1'b1:1'b0));
		code <= ECCcode(ECCcode(code, bita, passthroughData), bitb, passthroughData);
	end
endtask
task SendPacket;
	inout [32:0] pckHeader;
	inout [55:0] pckData0;
	inout [55:0] pckData1;
	inout [55:0] pckData2;
	inout [55:0] pckData3;
	input firstPacket;
begin
	dataChannel0[0]<=i_hSync;
	dataChannel0[1]<=i_vSync;
	dataChannel0[3]<=(!firstPacket || dataOffset)?1'b1:1'b0;
	ECCu(dataChannel0[2], bchHdr, pckHeader[0], dataOffset<24?1'b1:1'b0);
	ECC2u(dataChannel1[0], dataChannel2[0], bchCode[0], pckData0[0], pckData0[1], dataOffset<28?1'b1:1'b0);
	ECC2u(dataChannel1[1], dataChannel2[1], bchCode[1], pckData1[0], pckData1[1], dataOffset<28?1'b1:1'b0);
	ECC2u(dataChannel1[2], dataChannel2[2], bchCode[2], pckData2[0], pckData2[1], dataOffset<28?1'b1:1'b0);
	ECC2u(dataChannel1[3], dataChannel2[3], bchCode[3], pckData3[0], pckData3[1], dataOffset<28?1'b1:1'b0);
	pckHeader<=pckHeader[23:1];
	pckData0<=pckData0[55:2];
	pckData1<=pckData1[55:2];
	pckData2<=pckData2[55:2];
	pckData3<=pckData3[55:2];
	dataOffset<=dataOffset+5'b1;
end
endtask
task InfoGen;
	inout [16:0] _timer;
begin
	if (_timer >= CTS) begin
		packetHeader<=24'h000001;	 
		subpacket[0]<=audioRegenPacket;
		subpacket[1]<=audioRegenPacket;
		subpacket[2]<=audioRegenPacket;
		subpacket[3]<=audioRegenPacket;
		_timer <= _timer - CTS + 1;
	end else begin
		if (!oddLine) begin
			packetHeader<=24'h0D0282;	 
			subpacket[0]<=56'h00000000191046;
			subpacket[1]<=56'h00000000000000;
		end else begin
			packetHeader<=24'h0A0184;	 
			subpacket[0]<=56'h00000000001160;
			subpacket[1]<=56'h00000000000000;
		end
		subpacket[2]<=56'h00000000000000;
		subpacket[3]<=56'h00000000000000;
	end			
end
endtask
task AproximateAudio;
begin
	audioLAvgSum <= audioLAvgSum + i_audioL;
	audioRAvgSum <= audioRAvgSum + i_audioR;
	audioLAvg <= audioLAvgSum/audioAvgCnt;
	audioRAvg <= audioRAvgSum/audioAvgCnt;
	audioAvgCnt <= audioAvgCnt + 1;
end
endtask
task AudioGen;
begin
	if (!( allowGeneration && counterX >= 32 && counterX < 64)) begin
		if (audioTimer>=FREQ/1000) begin
			audioTimer<=audioTimer-FREQ/1000+FS/1000;
			audioPacketHeader<=audioPacketHeader|24'h000002|((channelStatusIdx==0?24'h100100:24'h000100)<<samplesHead);
			audioSubPacket[samplesHead]<=((audioLAvg<<8)|(audioRAvg<<32)
								|((^audioLAvg)?56'h08000000000000:56'h0)	 
								|((^audioRAvg)?56'h80000000000000:56'h0))	 
								^(channelStatus[channelStatusIdx]?56'hCC000000000000:56'h0);  
			if (channelStatusIdx<191)
				channelStatusIdx<=channelStatusIdx+8'd1;
			else
				channelStatusIdx<=0;
			samplesHead<=samplesHead+2'd1;
			audioLAvgSum <= 0;
			audioRAvgSum <= 0;
			audioAvgCnt <= 1;
		end else begin
			audioTimer<=audioTimer+FS/1000;
			AproximateAudio();
		end
	end else begin
		audioTimer<=audioTimer+FS/1000;
		AproximateAudio();		
		samplesHead<=0;
	end
end
endtask
task SendPackets;
	inout dataEnable;
begin
	if (counterX<32) begin
		dataEnable<=1;
		SendPacket(packetHeader, subpacket[0], subpacket[1], subpacket[2], subpacket[3], 1);
	end else if (counterX<64)	begin
		SendPacket(audioPacketHeader, audioSubPacket[0], audioSubPacket[1], audioSubPacket[2], audioSubPacket[3], 0);
	end else begin
		dataEnable<=0;
	end
end
endtask
always @(posedge i_pixclk)
begin
	AudioGen();
	if(allowGeneration & i_audio_enable) begin
		SendPackets(tercData);
	end else begin
		tercData<=0;
   end 	
	ctsTimer <= ctsTimer + 1;	
	if((prevBlank == 0) && (i_blank == 1)) 
		firstHSyncChange <= 1;
	if((prevBlank == 1) && (i_blank == 0)) 
		allowGeneration <= 0;
	if(prevHSync != i_hSync) begin
		if(firstHSyncChange) begin
			InfoGen(ctsTimer);
		   oddLine <= ! oddLine;
		   counterX  <= 0;
			allowGeneration <= 1;
		end else begin
		   counterX  <= counterX + 1;	
		end
		firstHSyncChange <= !firstHSyncChange;
	end else 
		counterX  <= counterX + 1;	
	prevBlank <= i_blank;
	prevHSync <= i_hSync;
end
assign o_d0 = dataChannel0;
assign o_d1 = dataChannel1;
assign o_d2 = dataChannel2;
assign o_data = tercData;
endmodule
==> flow/run.sh <==
#!/bin/bash
# OpenROAD 26Q1-2900-gdf79404cd8, Yosys 0.63+post, stock flow scripts
make -C /OpenROAD-flow-scripts/flow DESIGN_CONFIG=/design/flow/config.mk WORK_HOME=/design/flow/orfs finish
==> flow/config.mk <==
export PLATFORM = sky130hd
export DESIGN_NAME = hdmidataencoder
export DESIGN_NICKNAME = hdmidataencoder
export VERILOG_FILES = /design/flow/design.v
export SDC_FILE = /design/flow/constraint.sdc
export NUM_CORES = 4
export LEC_CHECK = 1
export CORE_AREA = 10 10 89 89
export DIE_AREA = 0 0 99 99
==> flow/constraint.sdc <==
current_design hdmidataencoder

set clk_period 2.7
set clk_io_pct 0.2

create_clock -name clk0 -period $clk_period [get_ports {i_pixclk}]

set non_clock_inputs [all_inputs -no_clocks]
set_input_delay [expr $clk_period * $clk_io_pct] -clock clk0 $non_clock_inputs
set_output_delay [expr $clk_period * $clk_io_pct] -clock clk0 [all_outputs]
==> run summary <==
initial DRC count - 32
total power - 0.932 mW
Worst Setup Start Kind - flip-flop
unrepaired setup endpoints after global routing - no
yosys cell count - 123
hold slack - 0.479 ns
IO Count - 50
Post-Layout Cell Count - 207
fin crit period - 1.81 ns
Crit path max-delay family - simple AND/OR/NAND/NOR gates
antenna cells - 0
post-route setup TNS - 0 ns
total track usage - 3.74%
via/cell ratio - 3.76
Min-Delay Path Class - flip-flop to flip-flop
DRT Wirelength - 1880 um
worst-margin pin slew - 0.625 ns
FP Rows - 28
first drt pass iteration count - 3
largest net degree at the start of global routing - 17
die height - 99 um
PortBufs - 7
Synth Flop Type - dfxtp_1
Final setup viols - 0
Synth Cell Area - 0.00129 mm2
Crit Path Category - flip-flop to flip-flop
fraction of layout cells with a size suffix above 1 - 10.6%
max_slew headroom - 58.2%
DR vias - 779
outcome - completed
Latency at later pin - 0.27 ns
chip area in the Yosys report - 0.00129 mm2
Yosys cell types - 27
die area - 0.00980 mm2
sequential fraction of the synthesis area - 50.5%
WL/cell - 9.09 um
CP Capture Type - flip-flop
max cap viols - 0
Yosys reg bits - 28
TritonCTS sink count - 28
fmax - 553 MHz
CTS Root Buffer Type - clkbuf_8
Hold Fails Final Rpt - 0
CP max-delay cell - nor2_1
maximum fanout along the worst path - 8
largest area contributor in the netlist - dfxtp_1
Synth area leaders - dfxtp_1, edfxtp_1, xnor2_1, buf_4, nor2_1
tool warnings - 58
clk_skew - 0.00859 ns
Inst Count DP - 203
CTS Buffer Depth - 2
Die W - 99 um
Overflow after GRT - 0
detailed-route DRC error count - 0
Post-synth EDFFs - 9
H-tree Lvls - 1
CTS tree - done
Routability Congestion - 0.783
fill count - 613
Comb area - 563 um2
CTS Buf Count - 3
global-route wire length before repair - 3280 um
area share of the largest cell type after synthesis - 29.5%
area grow syn2layout - 14.9%
LEAKAGE - 0.540 nW
worst path required time - 2.61 ns
Final Max Slew Viols - 0
Cells on Worst Hold Path - 2
post-cts sizing count - 0
initial antenna violation count - 0
crit-path max cell delay - 0.53 ns
vias in the first global route - 789
fin crit share - 67.0%
Gate Count Post-Synth - 123
Synthesis Warnings - 22
postcts setup bufs - 0
Worst IR Drop VDD - 0.259 mV
clock slew at reported path FFs - 0.09 ns
CP arrival - 1.72 ns
dpl hpwl - 1410 um
Post-synth ARST share - 0%
Pwr Density - 630 mW/mm2
DRT antenna net count - 0
crit-path cells - nor4_1 -> nand3_1 -> nor2_1
CTS hold repair buffers - 0
fp_density - 21.5%
register area - 651 um2
Syn Area/Cell - 10.5 um2
core area - 0.00599 mm2
Crit path depth - 3
Worst R2R Path Depth - 3
Crit path buffers/inverters - 0
## worst min-delay path: stages (launching register included)
cell and delay [ns]:
dfxtp_1 0.32, o21ai_0 0.07, nand2_1 0.05
## final timing paths
kind,start,end,slack [ns]
max,counterX[8]$_DFF_P_,dataChannel0[3]$_DFFE_PP_,0.89
min reg2reg,allowGeneration$_DFF_P_,allowGeneration$_DFF_P_,0.48
max reg2reg,counterX[8]$_DFF_P_,dataChannel0[3]$_DFFE_PP_,0.89
min,allowGeneration$_DFF_P_,allowGeneration$_DFF_P_,0.48
## area by class of cell
type | count | share of cell area [%]
Clock inverter | 1 | 2.03
Timing Repair Buffer | 8 | 5.25
Clock buffer | 3 | 2.79
Sequential cell | 28 | 44.0
Inverter | 6 | 1.52
Tap cell | 75 | 6.35
Multi-Input combinational cell | 86 | 38.1
## layout by cell type, fill, tap and decap left out, types with 3 or more instances in the layout
cell | Yosys | routed
dfxtp_1 | 19 | 19
nor2_1 | 17 | 17
xnor2_1 | 10 | 10
conb_1 | 1 | 10
nand3_1 | 9 | 9
edfxtp_1 | 9 | 9
xor2_1 | 7 | 7
clkdlybuf4s50_1 | 0 | 7
nand2_1 | 6 | 6
inv_1 | 6 | 6
nor4_2 | 3 | 3
nor3_1 | 3 | 3
ha_1 | 3 | 3
clkbuf_8 | 0 | 3
## where the power goes
part | total (mW) | internal, mW | switching, mW
Sequential | 0.523 | 0.482 | 0.0415
Clock | 0.319 | 0.198 | 0.121
Combinational | 0.0894 | 0.0453 | 0.0441
Total | 0.932 | 0.725 | 0.207
## registers in the layout, indices dropped and copies added, names as in the netlist
name              cells
dataOffset            5
allowGeneration       1
dataChannel0          3
prevHSync             1
prevBlank             1
firstHSyncChange      1
counterX             16
## metal layers
layer / up-vias / routed length, um / global-route usage, %
met1: 353 / 995 / 5.20
li1: 414 / - / -
met2: 10 / 831 / 6.06
met3: 2 / 20 / 0.423
met5: - / 0 / 0
met4: 0 / 34 / 0.882
## synth_stat cells, types with 2 or more instances
library cell	instances
and2_1	2
nand3_1	9
xnor2_1	10
buf_2	2
xor2_1	7
ha_1	3
inv_1	6
nor4_1	2
nand4_4	2
buf_4	10
nand4_1	2
nand2_1	6
nor2_1	17
nor4_2	3
dfxtp_1	19
edfxtp_1	9
nor2_2	2
nor3_1	3
## cells by family after synthesis
| group | synth area share, % |
|---|---|
| flip-flops | 50.5 |
| other | 0.291 |
| adder cells (fa/ha/maj) | 2.92 |
| XOR/XNOR | 11.6 |
| AND/OR/NAND/NOR | 24.1 |
| buffers and inverters | 8.36 |
| AND-OR/OR-AND | 2.24 |
## through the flow
step	cell area (um2)	util, %	setup slack, ns
2_1_floorplan	1320	-	1.15
3_3_place_gp	1410	23.5	0.626
3_5_place_dp	1410	23.5	0.614
4_1_cts	1480	24.7	0.888
5_1_grt	1480	24.7	0.799
6_report	1480	24.7	0.890
Power and IR drop assume default switching activity.
